**flow/config.mk**
```make
export PLATFORM = sky130hd
export DESIGN_NAME = pcplusadder
export DESIGN_NICKNAME = pcplusadder
export VERILOG_FILES = /design/flow/design.v
export SDC_FILE = /design/flow/constraint.sdc
export NUM_CORES = 4
export LEC_CHECK = 1
export CORE_AREA = 10 10 93 93
export DIE_AREA = 0 0 103 103
```
**flow/constraint.sdc**
```tcl
current_design pcplusadder

set clk_period 7.2
set clk_io_pct 0.2

create_clock -name clk0 -period $clk_period [get_ports {clk}]

set non_clock_inputs [all_inputs -no_clocks]
set_input_delay [expr $clk_period * $clk_io_pct] -clock clk0 $non_clock_inputs
set_output_delay [expr $clk_period * $clk_io_pct] -clock clk0 [all_outputs]
```
**flow/design.v**
```verilog
`timescale 1ns / 1ps
module pcplusadder(input clk,rst,enable, output reg[31:0] pc);
always @(posedge clk) begin
if (enable==1)			 
			begin 
			pc<=pc+1;
			end
if (rst==1)				 
			begin 
			pc<=0;
			end
end
endmodule
```
**flow/run.sh**
```bash
#!/bin/bash
# OpenROAD 26Q1-2900-gdf79404cd8, Yosys 0.63+post, stock flow scripts
make -C /OpenROAD-flow-scripts/flow DESIGN_CONFIG=/design/flow/config.mk WORK_HOME=/design/flow/orfs finish
```
==> Slide: Implementation Results <==
Key Metrics from the Run

Status
  – Status: completed

Final timing
  – Minimum clock period: 3.31 ns
  – Final setup viols: 0
  – Slew headroom: 70.5%
  – Clock skew: 0.00602 ns
  – Slew Viols, Final: 0
  – Setup_tns: 0 ns
  – Worst slew pin tran: 0.443 ns
  – Max Clk Rate: 0.302 GHz
  – RSZ-0062 raised after global routing: false
  – Final hold vios: 0
  – Fin crit share: 46.0%

Cells and area
  – Largest registers: pc x32
  – Fillers: 700
  – Register area: 641 um^2
  – Comb area: 861 um^2
  – Max reg flops: 32
  – Largest Register: pc
  – Area Overhead vs Synth: 30.6%
  – Post-route insts no fill: 293
  – Share of layout cells above drive strength 1: 9.86%

Die
  – Die ar.: 10600 um^2
  – Pre-Place Util: 23.1%
  – Die X: 103 um
  – Core area: 6760 um^2
  – Row cnt: 30
  – Number of top-level pins: 35
  – Die Y: 103 um

Placed design
  – IO buf count: 34
  – Routability cong.: 0.750
  – Placed insts: 286
  – Dpl hpwl: 2710 um

Global route
  – Global route overflow: 0
  – Initial antenna violation count: 0
  – Met3 usage: 3.86%
  – GR Util All Layers: 7.53%
  – Top Usage Layer GRT: met2
  – Vias in the first global route: 1306
  – Largest net degree at the start of global routing: 44
  – Met1 Usage GRT: 9.83%
  – First-pass GRT wire length: 6440 um
  – Grt met2 use: 11.3%

Route
  – Ant. Diodes: 0
  – DRC: 0
  – Antenna Violating Nets Remaining: 0
  – Routed wire per std cell: 13.0 um
  – Via count: 1357
  – TritonRoute pass-1 iters: 4
  – Via density per instance: 4.63
  – Detailed Route Iter0 Violations: 103
  – Drt total wl: 3820 um

Clock tree
  – # resized after CTS: 0
  – CTS buffer count: 5
  – Clk buf depth: 2
  – Clock slew at reported path FFs: 0.07 ns
  – Clk ins delay skew pair: 0.29 ns
  – CTS H-tree depth: 2
  – CTS sink cnt: 32
  – Clk root buf: clkbuf_8
  – CTS tree: yes
  – Post-CTS Setup Bufs: 0
  – # hold bufs at CTS: 0

Critical path
  – Max incr delay on CP: 0.61 ns
  – Critical path class: in -> reg
  – Cell family with most CP delay: simple AND/OR/NAND/NOR gates
  – R2R Path End: pc[31]$_SDFFE_PP0P_
  – Reg2Reg Depth: 4
  – RR Startpoint: pc[8]$_SDFFE_PP0P_
  – Critical-path cell list: clkdlybuf4s50_1 > and4_1 > nand4_1 > nor3b_1 > mux2_2
  – CP arrival: 3.49 ns
  – Slowest CP cell: clkdlybuf4s50_1
  – Type of origin of the critical path: input pin
  – Critical Path Fanout Max: 9
  – WP depth: 5
  – CP required: 7.38 ns
  – Buf+Inv Stages, Crit Path: 1
  – R2R Setup Slk: 5.23 ns
  – Crit path capture type: register

Logic synthesis
  – Prevailing post-synth register cell: dfxtp_1
  – Yosys warnings: 1
  – Yosys Instances: 181
  – Area share of the largest cell type after synthesis: 41.0%
  – Unique cell types: 32
  – Syn avg cell area: 8.64 um^2
  – Post-synthesis cell count: 181
  – Largest area contributor in the netlist: dfxtp_1
  – YS chip area: 1560 um^2
  – Number of synthesized flops with an enable pin: 0
  – Synth Seq Share: 41.0%
  – Async S/R FF share, synth: 0%
  – Synth flops: 32
  – Cell area leaders: dfxtp_1 41%, mux2_2 6.5%, nor2_1 6.2%, xor2_1 5.0%, nand4_1 4.0%
  – Mapped cell area: 1560 um^2

Flow run
  – Log Warnings: 25
  – Max-Cap Viols: 0

Power
  – P_leak: 0.000692 uW
  – Peak VDD IR: 0.0973 mV
  – Power Total: 324 uW
  – Power Dens Cells: 158 nW/um^2

Min path
  – Hold Crit Class: reg -> reg
  – Worst hold endpoint: pc[20]$_SDFFE_PP0P_
  – Cell count of the worst hold path: 2
  – HP Start: pc[20]$_SDFFE_PP0P_
==> how the worst max path moves through the flow <==
| stage | start | to | slack [ns] |
|---|---|---|---|
| 6_report | enable | pc[27]$_SDFFE_PP0P_ | 3.89 |
| 4_1_cts | enable | pc[27]$_SDFFE_PP0P_ | 3.89 |
| 5_1_grt | enable | pc[28]$_SDFFE_PP0P_ | 3.70 |
==> cell usage after synthesis, types with 2 or more instances <==
master and count:
a21oi_1 7, and3_1 2, and4_1 3, buf_2 2, clkbuf_1 7, dfxtp_1 32, inv_1 4, mux2_1 2
mux2_2 9, nand2_1 9, nand3_1 9, nand4_1 10, nor2_1 26, nor2b_1 10, nor3_1 10, nor4_1 2
o21ai_0 4, o31ai_1 3, or3_1 4, or4_1 3, xnor2_1 4, xor2_1 9
==> cell families (layout without fill, tap and decap cells) <==
group | Yosys count | in the layout | synth area share [%]
adders and majority gates | 1 | 1 | 0.800
muxes | 12 | 12 | 8.56
AOI/OAI and AO/OA | 14 | 14 | 4.96
and+or+nand+nor | 95 | 95 | 33.4
buffers and inverters | 14 | 46 | 4.00
DFF | 32 | 32 | 41.0
xor gates and xnor gates | 13 | 13 | 7.28
==> per-stage QoR <==
stage / instance area (um^2) / hold WS [ns] / utilization, % / setup slack [ns]
after floorplan: 1560 / 0.452 / - / 4.36
after global placement: 1960 / 0.510 / 29.1 / 3.65
final: 2040 / 0.520 / 30.2 / 3.89
after detailed placement: 1960 / 0.515 / 29.1 / 3.58
after global routing: 2040 / 0.563 / 30.2 / 3.70
after CTS: 2040 / 0.524 / 30.2 / 3.89
==> layout by cell type (no fill, tap or decap), types with 5 or more instances in the layout <==
cell type	instances
nand3_1	9
a21oi_1	7
nand4_1	10
nor3_1	10
xor2_1	9
nor2_1	26
clkdlybuf4s50_1	34
dfxtp_1	32
nand2_1	9
nor2b_1	10
clkbuf_8	5
mux2_2	9
==> worst min-delay path: cells and delay by family, from the launching register on <==
family	cells	cell delay, ns
compound gates	2	0.13
flops	1	0.34
==> power by group <==
group / leakage [uW] / internal, uW / switching, uW / total [uW]
logic: 0.000393 / 5.55 / 6.79 / 12.3
registers: 0.000258 / 178 / 1.27 / 179
clock network: 0.0000410 / 65.7 / 66.1 / 132
==> layout make-up <==
class	instances	area share (%)
Tap cell	80	4.90
Clock inverter	1	0.245
Clock buffer	6	3.55
Inverter	4	0.735
Sequential cell	32	31.4
Timing Repair Buffer	35	17.0
Multi-Input combinational cell	135	42.2
==> metal layers <==
layer  vias to the layer above  wire length (um)
li1                        696                 -
met1                       628              1780
met2                        28              1600
met3                         5               404
met4                         0                41
met5                         -                 0
No activity file was given, so power comes from the tool's default toggle rates.
