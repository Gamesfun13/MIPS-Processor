--- design/flow/constraint.sdc ---
current_design ALU

set clk_period 2.9
set clk_io_pct 0.2

create_clock -name clk0 -period $clk_period

set non_clock_inputs [all_inputs -no_clocks]
set_input_delay [expr $clk_period * $clk_io_pct] -clock clk0 $non_clock_inputs
set_output_delay [expr $clk_period * $clk_io_pct] -clock clk0 [all_outputs]
--- design/flow/config.mk ---
export PLATFORM = sky130hd
export DESIGN_NAME = ALU
export DESIGN_NICKNAME = ALU
export VERILOG_FILES = /design/flow/design.v
export SDC_FILE = /design/flow/constraint.sdc
export NUM_CORES = 4
export LEC_CHECK = 1
export CORE_UTILIZATION = 30
--- design/flow/design.v ---
`timescale 1ns / 1ps
module ALU(
input [31:0]operand1,input [31:0]operand2,
input [3:0]ctrl,
output reg [31:0]result,
output reg cout,
output reg zero);
always @(operand1,operand2, ctrl)
begin
if (operand1==operand2)
		begin
			zero<=1;
		end
else if(operand1!=operand2)
		begin
			zero<=0;
		end
if (ctrl==4'b0000)
		begin
			cout<=0;
			result <=operand1&operand2;
		end
if (ctrl==4'b0001)
		begin
			cout<=0;
			result <=operand1 | operand2;
		end
if (ctrl==4'b0010)
		begin
			{cout,result} <=operand1 + operand2;
		end
if (ctrl==4'b0110)
		begin
			{cout,result} <=operand1 - operand2;
		end		
if (ctrl==4'b1100)
		begin
			cout<=0;
			result <=~(operand1 | operand2);
		end
if (ctrl==4'b0111)
		begin
			if (operand1<operand2)
				begin
				cout<=0;
				result <=32'b1;
				end
			else 
				begin
				cout<=0;
				result <=32'b0;
				end
		end
end
endmodule
--- design/flow/run.sh ---
#!/bin/bash
# OpenROAD 26Q1-2900-gdf79404cd8, Yosys 0.63+post, stock flow scripts
make -C /OpenROAD-flow-scripts/flow DESIGN_CONFIG=/design/flow/config.mk WORK_HOME=/design/flow/orfs finish
==> impl_metrics.env <==
# physical design summary
export IMPL_layout_cells_non_filler=1389
export IMPL_via_count=7524
export IMPL_cp_slowest_cell="or4_4"
export IMPL_min_path_type="primary input to output port"
export IMPL_cp_start_kind="primary input"
export IMPL_met2_usage=0.3642
export IMPL_drive_gt1_frac=0.1921
export IMPL_synth_area_um2=6495
export IMPL_setup_ws_ns=-0.1858
export IMPL_totalWireLength_um=24410
export IMPL_p_seq_frac=0.051
export IMPL_ys_sh_adder=0.2258
export IMPL_yosys_most_used_dff="dlxtn_1"
export IMPL_tightest_slew_ns=0.9934
export IMPL_postCtsHoldBufs=0
export IMPL_initCoreUtil=0.3070
export IMPL_place_ws_ns=-1.111
export IMPL_unclocked_pins=33
export IMPL_overflow=0
export IMPL_edf_count=0
export IMPL_setup_violations=1
export IMPL_worstSetupPathType="primary input to output port"
export IMPL_ys_flops=33
export IMPL_async_flop_share=0
export IMPL_syn_to_final_growth_pct=36.79
export IMPL_die_w_um=149.1
export IMPL_ys_area_um2=6495
export IMPL_max_slew_margin=0.3353
export IMPL_critPathBufInv=3
export IMPL_synth_cells=937
export IMPL_swShare=0.5197
export IMPL_power_switching_w=0.0008482
export IMPL_finalClockPeriodUsage=1.064
export IMPL_final_cell_mix="buf_4, a21oi_1, ha_1"
export IMPL_yosysWarnings=1
export IMPL_ys_sh_mux=0.01079
export IMPL_grt_pass1_vias=7011
export IMPL_grt_max_degree=54
export IMPL_ys_sh_xor=0.04045
export IMPL_max_cap_violations=0
export IMPL_clock_fmax_ghz=0.3241
export IMPL_p_per_area_nw_per_um2=183.7
export IMPL_yosys_area_share_simple=0.1975
export IMPL_p_leak_nw=4.072
export IMPL_wl_per_cell_um=17.57
export IMPL_slew_violations=0
export IMPL_drc=0
export IMPL_p_comb_frac=0.949
export IMPL_openroad_warnings=116
export IMPL_dieArea_um2=22240
export IMPL_use_met3=0.008424
export IMPL_gr_usage_met1=0.3199
export IMPL_drtIter0Drc=499
export IMPL_ant_nets=0
export IMPL_slowest_delay_ns=0.53
export IMPL_dr_pass1_iters=5
export IMPL_dpl_hpwl_um=19560
export IMPL_die_y_um=149.1
export IMPL_critical_path_top_delay_family="simple AND/OR/NAND/NOR gates"
export IMPL_violations="setup timing"
export IMPL_cp_max_fo=2
export IMPL_path_common_cell="or3_4"
export IMPL_grt_pass1_wl_um=38000
export IMPL_ys_top_logic_family="AND-OR/OR-AND gates"
export IMPL_rsz0062_at_grt="yes"
export IMPL_busiest_layer="met2"
export IMPL_synthAoiAreaFrac=0.3558
export IMPL_period_needed_ns=3.086
export IMPL_crit_arrival_ns=2.51
export IMPL_avgSynthCellArea_um2=6.932
export IMPL_antenna_found_initial=0
export IMPL_untimed_endpoints=66
export IMPL_crit_path_cell_trace="buf_8 > inv_6 > ha_4 > or3_4 > or3_4 > or4_4 > nor2_4 > clkbuf_2"
export IMPL_internal_power_w=0.0007839
export IMPL_whs_ns=1.895
export IMPL_vias_per_cell=5.417
export IMPL_worstPathRequired_ns=2.32
export IMPL_place_inst=1386
export IMPL_rows=53
export IMPL_yosysCellCount=937
export IMPL_pwr_share_clk=0
export IMPL_numPortBuffers=102
export IMPL_gp_congestion=0.9629
export IMPL_final_core_util=0.4200
export IMPL_synth_cell_types=83
export IMPL_finalHoldViolCount=0
export IMPL_track_usage=0.2217
export IMPL_ioPinCount=102
export IMPL_layout_top_cell="buf_4"
export IMPL_fp_coreArea_um2=21150
export IMPL_endpoint_kind="output port"
export IMPL_outcome="finished, violations left"
export IMPL_n_antenna_cell=0
export IMPL_irDropWorstVdd_v=0.00006090
## flip-flops by register name, summed over array words and instances, names as in the netlist
register and cells:
cout 1, result 32
## final timing paths
kind                          from    to  slack (ns)  depth (start not counted)
worst max-delay path  operand2[17]  zero       -0.19                          8
worst min-delay path  operand1[28]  zero        1.89                          7
## tightest hold or removal path: stages
cell and delay, ns:
dlymetal6s2s_1 0.14, inv_2 0.07, ha_4 0.12, or3_4 0.13
or4_4 0.15, nor2_4 0.05, clkbuf_2 0.09
## cells by family (layout without fill, tap and decap cells)
logic type / Yosys count / count (layout)
xor gates and xnor gates: 30 / 30
and+or+nand+nor: 254 / 254
latches: 33 / 33
muxes: 7 / 7
adders and majority gates: 116 / 116
AOI/OAI and AO/OA: 345 / 345
buffers and inverters: 152 / 329
## power by group through the flow
stage | clock network [W] | logic (W) | registers, W
final | 0 | 0.00155 | 0.0000830
after global routing | 0 | 0.00170 | 0.0000862
after CTS | 0 | 0.00152 | 0.0000834
## final cells by class
| type | instances | area [um^2] |
|---|---|---|
| Fill cell | 2154 | 12270 |
| Inverter | 97 | 371.6 |
| Multi-Input combinational cell | 752 | 5628 |
| Sequential cell | 33 | 495.5 |
| Tap cell | 275 | 344.1 |
| Timing Repair Buffer | 232 | 2046 |
## per-stage QoR
stage | TNS [ns] | instance area [um^2] | power, W
after detailed placement | -1.111 | 8577 | 0.001564
after global routing | -0.2018 | 8885 | 0.001782
after floorplan | 0 | 6495 | 0.0009435
after CTS | -0.8277 | 8701 | 0.001599
final | -0.1858 | 8885 | 0.001632
after global placement | -1.152 | 8577 | 0.001570
## synth_stat cells, drive strengths merged (19+ instances only)
cell / n / share of area
xnor2: 27 / 0.036
buf: 19 / 0.016
ha: 114 / 0.22
o21ai: 63 / 0.049
nor3: 25 / 0.020
inv: 97 / 0.056
nand2: 53 / 0.031
a211oi: 28 / 0.033
dlxtn: 33 / 0.076
clkbuf: 36 / 0.021
a21oi: 106 / 0.082
nor2: 80 / 0.046
## routing by layer
metal	vias up	wire (um)	share of wire
li1	3749	-	-
met1	3424	11170	0.46
met2	309	10990	0.45
met3	42	1534	0.063
met4	0	719	0.029
met5	-	0	0
## what timing repair did
item                                    CTS  global route
setup buffers                             1             2
pin swaps                                 5            10
resized                                  30            70
endpoints found under the setup margin    1             1
cloned                                    0             0
No activity file was given, so power comes from the tool's default toggle rates.
